`./design.v`:
```
`timescale 1ns / 1ps
module CPU_Controller(
		ldPC2,ldPCz,ldXr1,ldXr2,ldXPC,ldYr1,ldYr2,alu_ld,ldRPC,ldRZ,ldRM,rdr1,rdr2,rdm,wrm,ldOff11to16,ldOff8to16,ldOff5to16,fsel,
		opcode,C,V,S,Z_det
    );
	input[4:0] opcode;
	input C,V,S,Z_det;
	output ldPC2,ldPCz,ldXr1,ldXr2,ldXPC,ldYr1,ldYr2,alu_ld,ldRPC,ldRZ,ldRM,rdr1,rdr2,rdm,wrm,ldOff11to16,ldOff8to16,ldOff5to16;
	output[2:0] fsel;
	reg ldPC2,ldPCz,ldXr1,ldXr2,ldXPC,ldYr1,ldYr2,alu_ld,ldRPC,ldRZ,ldRM,rdr1,rdr2,rdm,wrm,ldOff11to16,ldOff8to16,ldOff5to16;
	reg[2:0] fsel;
	always@(opcode)begin
		if(opcode[4])begin	 
			if(opcode[3:0]==4'b1001||opcode[3:0]==4'b1010)begin
				if(opcode[0])begin
					ldPC2 = 0;
					ldPCz = 1;
					ldXr1 = 0;
					ldXr2 = 0;
					ldXPC = 1;
					ldYr1 = 0;
					ldYr2 = 0;
					alu_ld = 1;
					ldRPC = 1;
					ldRZ = 0;
					ldRM = 0;
					rdr1 = 0;
					rdr2 = 0;
					rdm = 0;
					wrm = 0;
					ldOff11to16 = 0;
					ldOff8to16 = 1;
					ldOff5to16 = 0;
					fsel=0;
				end
				else begin
					ldPC2 = 0;
					ldPCz = 1;
					ldXr1 = 1;
					ldXr2 = 0;
					ldXPC = 0;
					ldYr1 = 0;
					ldYr2 = 0;
					alu_ld = 1;
					ldRPC = 0;
					ldRZ = 0;
					ldRM = 0;
					rdr1 = 1;
					rdr2 = 0;
					rdm = 0;
					wrm = 0;
					ldOff11to16 = 0;
					ldOff8to16 = 0;
					ldOff5to16 = 0;
					fsel=6;
				end
			end
			else begin
				ldXr1 = 0;
				ldXr2 = 0;
				ldYr1 = 0;
				ldYr2 = 0;
				ldRPC = 0;
				ldRZ = 0;
				ldRM = 0;
				rdr1 = 0;
				rdr2 = 0;
				rdm = 0;
				wrm = 0;
				ldOff8to16 = 0;
				ldOff5to16 = 0;
				fsel=0;
				if((opcode[3:0]==4'b0000)||
					((opcode[3:0]==4'b0001)&&(Z_det))||((opcode[3:0]==4'b0010)&&(Z_det==0))||
					((opcode[3:0]==4'b0011)&&(C))||((opcode[3:0]==4'b0100)&&(C==0))||
					((opcode[3:0]==4'b0101)&&(V))||((opcode[3:0]==4'b0110)&&(V==0))||
					((opcode[3:0]==4'b0111)&&(S))||((opcode[3:0]==4'b1000)&&(S==0))
						)begin
					ldPC2 = 0;
					ldPCz = 1;
					ldXPC = 1;
					alu_ld = 1;
					ldOff11to16 = 1;
				end
				else begin
					ldPC2 = 1;
					ldPCz = 0;
					ldXPC = 0;
					alu_ld = 0;
					ldOff11to16 = 0;
				end
			end
		end
		else begin
			if(opcode[3:1]==3'b110||opcode[3:1]==3'b111)begin	 
				casex(opcode[1:0])
					2'b00:begin
						ldPC2 = 1;
						ldPCz = 0;
						ldXr1 = 0;
						ldXr2 = 0;
						ldXPC = 0;
						ldYr1 = 0;
						ldYr2 = 0;
						alu_ld = 1;
						ldRPC = 0;
						ldRZ = 1;
						ldRM = 0;
						rdr1 = 0;
						rdr2 = 0;
						rdm = 0;
						wrm = 0;
						ldOff11to16 = 0;
						ldOff8to16 = 1;
						ldOff5to16 = 0;
						fsel=7;
					end
					2'b01:begin
						ldPC2 = 1;
						ldPCz = 0;
						ldXr1 = 0;
						ldXr2 = 1;
						ldXPC = 0;
						ldYr1 = 0;
						ldYr2 = 0;
						alu_ld = 1;
						ldRPC = 0;
						ldRZ = 1;
						ldRM = 0;
						rdr1 = 0;
						rdr2 = 1;
						rdm = 0;
						wrm = 0;
						ldOff11to16 = 0;
						ldOff8to16 = 0;
						ldOff5to16 = 0;
						fsel=6;
					end
					2'b10:begin
						ldPC2 = 1;
						ldPCz = 0;
						ldXr1 = 0;
						ldXr2 = 1;
						ldXPC = 0;
						ldYr1 = 0;
						ldYr2 = 0;
						alu_ld = 1;
						ldRPC = 0;
						ldRZ = 0;
						ldRM = 1;
						rdr1 = 0;
						rdr2 = 1;
						rdm = 1;
						wrm = 0;
						ldOff11to16 = 0;
						ldOff8to16 = 0;
						ldOff5to16 = 1;
						fsel=0;
					end
					2'b11:begin
						ldPC2 = 1;
						ldPCz = 0;
						ldXr1 = 0;
						ldXr2 = 1;
						ldXPC = 0;
						ldYr1 = 0;
						ldYr2 = 0;
						alu_ld = 1;
						ldRPC = 0;
						ldRZ = 0;
						ldRM = 0;
						rdr1 = 1;
						rdr2 = 1;
						rdm = 0;
						wrm = 1;
						ldOff11to16 = 0;
						ldOff8to16 = 0;
						ldOff5to16 = 1;
						fsel=0;
					end
				endcase
			end
			else begin												 
				ldPC2 = 1;
				ldPCz = 0;
				ldXr1 = 1;
				ldXr2 = 0;
				ldXPC = 0;
				ldYr1 = 0;
				alu_ld = 1;
				ldRPC = 0;
				ldRZ = 1;
				ldRM = 0;
				rdr1 = 1;
				rdm = 0;
				wrm = 0;
				ldOff11to16 = 0;
				ldOff5to16 = 0;
				fsel=opcode[3:1];
				if(opcode[3:1]==3'b100||opcode[0])begin	 
					ldYr2 = 1;
					rdr2 = 1;
					ldOff8to16 = 0;
				end
				else begin											 
					ldYr2 = 0;
					rdr2 = 0;
					ldOff8to16 = 1;
				end
			end
		end
	end
endmodule
```
`./run.sh`:
```
#!/bin/bash
# OpenROAD 26Q1-2900-gdf79404cd8, Yosys 0.63+post, stock flow scripts
make -C /OpenROAD-flow-scripts/flow DESIGN_CONFIG=/design/flow/config.mk WORK_HOME=/design/flow/orfs finish
```
`./config.mk`:
```
export PLATFORM = sky130hd
export DESIGN_NAME = CPU_Controller
export DESIGN_NICKNAME = CPU_Controller
export VERILOG_FILES = /design/flow/design.v
export SDC_FILE = /design/flow/constraint.sdc
export NUM_CORES = 4
export LEC_CHECK = 1
export CORE_AREA = 10 10 70 70
export DIE_AREA = 0 0 80 80
```
`./constraint.sdc`:
```
current_design CPU_Controller

set clk_period 2.6
set clk_io_pct 0.2

create_clock -name clk0 -period $clk_period

set non_clock_inputs [all_inputs -no_clocks]
set_input_delay [expr $clk_period * $clk_io_pct] -clock clk0 $non_clock_inputs
set_output_delay [expr $clk_period * $clk_io_pct] -clock clk0 [all_outputs]
```
==> Changelog: implementation <==
### Physical design

* DR iter-0 viols at 10
* Final weighted congestion in routability-driven placement at 0.760
* DRC errors left at 0
* Pins Over Slew Limit at 0
* Final-report setup violation count at 0
* Total routed wirelength at 1580 um
* Total power consumption of the routed design at 0.000135 W
* Worst vdd rail ir drop at 68.3 uV
* Horizontal extent of the die at 80 um
* Avg WL per Cell at 10.6 um
* Fraction of power consumed by sequential logic at 0%
* Largest net degree at the start of global routing at 15
* Number of different library cells in the post-synthesis netlist at 28
* Register area at 0 um2
* Met1 capacity usage during global routing at 6.08%
* Global-route wire length before repair at 2520 um
* DRT Pass-1 Iters at 4
* Clock network power share at 0%
* Register area share after synthesis at 0%
* Switching fraction of total power at 38.2%
* Antenna violations before repair at 0
* Average via count per standard cell at 3.85
* Highest fanout seen on the critical path at 4
* Final cycle utilization of the critical path at 97.3%
* Number of antenna-violating nets in the routed design at 0
* Flop count at 0
* I/O Pins at 30
* Leak Pwr at 0.378 nW
* Time the worst path needs with I/O delays and setup at 2.53 ns
* Tot GR Track Use at 4.67%
* Die Area at 6400 um2
* Global route total overflow at 0
* Post-synthesis cell type with the largest combined area: sky130_fd_sc_hd__nand2_1
* DR vias at 574
* Number of port buffers at 29
* WP data arrival at 2.01 ns
* Die H at 80 um
* Count of tool warnings at 33
* Fmax at 0.395 GHz
* Effective utilization at floorplan at 11.1%
* Most frequent logic cell in the layout: sky130_fd_sc_hd__clkdlybuf4s50_1
* Required time reported for the critical path endpoint at 2.08 ns
* Synth Area per Inst at 6.11 um2
* Internal power at 0.0000831 W
* Startpoint type of the worst setup path: primary input
* Pwr/cell area at 149 nW/um2
* DP Wirelength at 1320 um
* Result of the run: completed
* Most utilized layer in the global route result: met2
* Type of the worst setup path: in -> out
* Top area cells in the synthesized netlist: sky130_fd_sc_hd__nand2_1 9.9%, sky130_fd_sc_hd__nor2b_1 8.3%, sky130_fd_sc_hd__nor2_1 6.9%
* Post-synthesis instance area at 379 um2
* Unrepaired setup endpoints after global routing: yes
* Warnings from Yosys at 1
* Worst hold slack at 1.72 ns
* Hold Vio Cnt, Final at 0
* Layout cell share with drive strength beyond 1 at 36.9%
* CORE AREA at 3420 um2
* Hold crit path type: in -> out
* Net switching power figure at 0.0000515 W
* Most instantiated logic cells after routing: 18 x sky130_fd_sc_hd__clkdlybuf4s50_1, 17 x sky130_fd_sc_hd__buf_4, 10 x sky130_fd_sc_hd__nand2_1, 8 x sky130_fd_sc_hd__dlygate4sd2_1, 6 x sky130_fd_sc_hd__nor2_1
* # Cells Yosys at 62
* Chip area in the Yosys report at 379 um2
* Capturing element type of the critical path: output pin
* Quantity of hold-fixing buffers added after cts at 0
* Total antenna diodes in the routed design at 0
* Max-cap violation count at 0
* Number of cells produced by synthesis at 62
* Clkbuf count at 0
* Layout overhead on the synthesized area at 139%
* Portion of synthesized cell area occupied by the leading cell type at 9.90%
* Setup WS pre-CTS at -0.336 ns
* Combinational Power Share at 100.0%
* Vias in the first global route at 539
* Site row count at 21
* Global Route met3 Usage at 1.14%
* Global-route track usage on met2 at 8.03%
* Worst Slack Setup Final at 0.0714 ns
==> worst max-delay path, cell delays in order <==
cell,delay (ns)
sky130_fd_sc_hd__dlygate4sd2_1,0.24
sky130_fd_sc_hd__or4b_4,0.52
sky130_fd_sc_hd__o22ai_4,0.13
sky130_fd_sc_hd__nor3_4,0.06
sky130_fd_sc_hd__buf_4,0.14
sky130_fd_sc_hd__a21bo_1,0.15
sky130_fd_sc_hd__dlygate4sd2_1,0.24
==> per-stage QoR <==
step           setup TNS (ns)  util (%)  area [um2]  std cells
5_1_grt              -0.00706      26.5         905        149
6_report                    0      26.5         905        149
3_5_place_dp            -3.32      23.8         815        146
4_1_cts                     0      26.0         888        149
3_3_place_gp            -3.14      23.8         815        146
2_1_floorplan               0         -         379         62
==> cell type report <==
type | instances | area (um2)
fill | 384 | 2510
timing repair buffer | 49 | 434
multi-input combinational | 54 | 413
tap | 46 | 57.6
==> cell families after synthesis <==
family	Yosys count	share of synthesized area, %
multiplexers	3	8.58
AND-OR/OR-AND	15	31.0
buffers and inverters	8	10.6
AND/OR/NAND/NOR	34	46.5
other	1	0.989
XOR/XNOR	1	2.31
==> per-layer routing <==
metal / wire length [um] / vias to the layer above
met5: 0 / -
met1: 710 / 258
met3: 111 / 0
met2: 758 / 19
li1: - / 297
met4: 0 / 0
==> synthesized netlist by cell type, drive strengths merged <==
cell type	n
a21oi	1
a21bo	1
or4b	1
and2	1
buf	4
nor2b	5
nand3b	2
conb	1
mux2	2
nand3	3
or2	1
mux2i	1
a21boi	2
nand2	10
a31oi	2
nor2	7
a211o	1
o22ai	3
xor2	1
nor3	1
o21bai	1
clkbuf	4
a211oi	3
o21ai	1
nand2b	3
==> repair_timing <==
action                                  CTS  global route
endpoints found under the setup margin   18            11
buffers inserted                          3             0
hold endpoints to repair                  0             0
gates cloned                              0             0
resized                                  25            12
pin swaps                                 7             1
==> path summary, 6_finish.rpt <==
| path | from | end | slack, ns | cells after the start |
|---|---|---|---|---|
| worst max-delay path | opcode[2] | ldPC2 | 0.07 | 7 |
| worst min-delay path | opcode[0] | alu_ld | 1.72 | 6 |
==> power by group through the flow <==
stage	combinational (W)	sequential (W)	clock, W
6_report	0.000135	0	0
5_1_grt	0.000149	0	0
4_1_cts	0.000135	0	0
No activity file was given, so power comes from the tool's default toggle rates.
